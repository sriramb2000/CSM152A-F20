<file path="design/flow/run.sh">
#!/bin/bash
# OpenROAD 26Q1-2900-gdf79404cd8, Yosys 0.63+post, stock flow scripts
make -C /OpenROAD-flow-scripts/flow DESIGN_CONFIG=/design/flow/config.mk WORK_HOME=/design/flow/orfs finish
</file>
<file path="design/flow/config.mk">
export PLATFORM = sky130hd
export DESIGN_NAME = vending_machine
export DESIGN_NICKNAME = vending_machine
export VERILOG_FILES = /design/flow/design.v
export SDC_FILE = /design/flow/constraint.sdc
export NUM_CORES = 4
export LEC_CHECK = 1
export CORE_UTILIZATION = 40
</file>
<file path="design/flow/constraint.sdc">
current_design vending_machine

set clk_period 4.8
set clk_io_pct 0.2

create_clock -name clk0 -period $clk_period [get_ports {CLK}]

set non_clock_inputs [all_inputs -no_clocks]
set_input_delay [expr $clk_period * $clk_io_pct] -clock clk0 $non_clock_inputs
set_output_delay [expr $clk_period * $clk_io_pct] -clock clk0 [all_outputs]
</file>
<file path="design/flow/design.v">
`timescale 1ns / 1ps
module vending_machine(
    input CLK,
    input RESET,
    input RELOAD,
    input CARD_IN,
    input [3:0] ITEM_CODE,
    input KEY_PRESS,
    input VALID_TRAN,
    input DOOR_OPEN,
    output reg VEND,
    output reg INVALID_SEL,
    output reg [2:0] COST,
    output reg FAILED_TRAN
    );
	 parameter IDLE = 4'b0000;
	 parameter RELOADING = 4'b0001;
	 parameter AWAIT_DIGIT = 4'b0010;
	 parameter CHECK_CODE = 4'b0100;
	 parameter INVALID_INPUT = 4'b0101;
	 parameter AWAIT_VALIDATION = 4'b0110;
	 parameter TRANSACTION_FAILED = 4'b0111;
	 parameter VEND_STATE = 4'b1000;
	 parameter OPEN_DOOR = 4'b1001;
	 parameter RST = 4'b1010;
	 parameter WAIT = 4'b1011;
	 parameter CHECK_VALID = 4'b1100;
	 parameter WAIT_TRAN = 4'b1101;
	 parameter WAIT_VEND = 4'b1110;
	 reg [3:0] current_state;
	 reg [3:0] next_state;
	 reg [3:0] selections [20:0];
	 reg [2:0] timeoutCounter;
	 reg clk_start;
	 reg awaitingTimeout;
	 reg [3:0] digit1;
	 reg [3:0] digit2;
	 reg awaitingDigit2;
	 always@(posedge CLK)
	 begin
		if(RESET)
			current_state <= RST;
		else
			current_state <= next_state;
	 end
	 always@(posedge CLK)
	 begin
		if((current_state == AWAIT_DIGIT || current_state == AWAIT_VALIDATION || current_state == VEND_STATE) 
			&& clk_start == 0)	
			clk_start <= 1;
		else
			clk_start <= 0;
	 end
	 always @ (posedge CLK)
    begin
		if (clk_start)
			timeoutCounter <= 3'b000;
		else if(awaitingTimeout)
			timeoutCounter <= timeoutCounter + 1;
	 end
	 integer i;
	 always @ (posedge CLK)
	 begin
		if (current_state == RST)
		begin
			for (i = 0; i < 20; i = i + 1) begin
				selections[i] <= 0;
			end
		end
		else if (current_state == RELOADING)
		begin
			for (i = 0; i < 20; i = i + 1) begin
				selections[i] <= 10;
			end
		end
		else if(current_state == VEND_STATE)
		begin
			selections[digit1*10 + digit2] <= selections[digit1*10 + digit2] - 1;
		end
	 end
	 always @ (*) begin
		case(current_state)
			RST:
			begin
				next_state = IDLE;
				awaitingTimeout = 0;
			end
			IDLE:
				begin
					awaitingDigit2 = 0;
					awaitingTimeout = 0;
					if(RELOAD)
						next_state = RELOADING;
					else if(CARD_IN)
						next_state = AWAIT_DIGIT;
					else
						next_state = IDLE;
				end
			RELOADING:
				begin
					awaitingTimeout = 0;
					next_state = IDLE;
				end
			AWAIT_DIGIT:
				begin
					if(KEY_PRESS && ~awaitingDigit2)
					begin
						digit1 = ITEM_CODE;
						digit2 = digit2;
						awaitingDigit2 = 1;
						awaitingTimeout = 1;
						next_state = AWAIT_DIGIT;
					end
					else if(KEY_PRESS && awaitingDigit2)
					begin 
						digit2 = ITEM_CODE;
						digit1 = digit1;
						next_state = CHECK_VALID;
						awaitingTimeout = 0;
					end
					else
					begin
						digit1 = digit1;
						digit2 = digit2;
						next_state = WAIT;
						awaitingTimeout = 1;
					end
				end
			WAIT:
				begin 
					if(timeoutCounter == 2)
					begin
						next_state = INVALID_INPUT;
						awaitingTimeout = 0;
					end
					else if(KEY_PRESS && awaitingDigit2)
					begin
						digit2 = ITEM_CODE;
						digit1 = digit1;
						next_state = CHECK_VALID;
						awaitingTimeout = 0;
					end
					else if(KEY_PRESS && ~awaitingDigit2)
					begin
						digit1 = ITEM_CODE;
						digit2 = 0;
						next_state = AWAIT_DIGIT;
						awaitingDigit2 = 1;
						awaitingTimeout = 0;
					end
					else
					begin
						digit1 = digit1;
						digit2 = digit2;
						next_state = WAIT;
						awaitingTimeout = 1;
					end
				end
			CHECK_VALID:
				begin
					awaitingTimeout = 0;
					if((digit1 == 1 || digit1 == 0) && (digit2 >= 0) && (digit2 <= 9))
					begin
						if (selections[digit1*10 + digit2] > 0)
							next_state = AWAIT_VALIDATION;
						else
							next_state = INVALID_INPUT;
					end
					else
						next_state = INVALID_INPUT;
				end
			INVALID_INPUT:
			begin
				next_state = IDLE;
				awaitingTimeout = 0;
			end
			AWAIT_VALIDATION:
				begin
					if(VALID_TRAN)
					begin
						next_state = VEND_STATE;
						awaitingTimeout = 0;
					end
					else
					begin
						next_state = WAIT_TRAN;
						awaitingTimeout = 1;
					end
				end
			WAIT_TRAN:
				begin
					if(timeoutCounter == 2)
					begin
						next_state = TRANSACTION_FAILED;
						awaitingTimeout = 0;
					end
					else if(VALID_TRAN)
					begin
						next_state = VEND_STATE;
						awaitingTimeout = 0;
					end
					else
					begin
						next_state = WAIT_TRAN;
						awaitingTimeout = 1;
					end
				end
			TRANSACTION_FAILED:
			begin
				next_state = IDLE;
				awaitingTimeout = 0;
			end
			VEND_STATE:
				begin
					if(DOOR_OPEN)
					begin
						next_state = OPEN_DOOR;
						awaitingTimeout = 0;
					end
					else
					begin
						next_state = WAIT_VEND;
						awaitingTimeout = 1; 
					end
				end
			WAIT_VEND:
				begin
					if(timeoutCounter == 2)
					begin
						next_state = IDLE;
						awaitingTimeout = 0;
					end
					else if(DOOR_OPEN)
					begin
						next_state = OPEN_DOOR;
						awaitingTimeout = 0;
					end
					else
					begin
						next_state = WAIT_VEND;
						awaitingTimeout = 1;
					end
				end
			OPEN_DOOR:
				begin
					awaitingTimeout = 0;
					if(~DOOR_OPEN)
						next_state = IDLE;
					else
						next_state = OPEN_DOOR;
				end
			default: 
			begin
				next_state = IDLE;
				awaitingTimeout = 0;
			end
		endcase	
	end
	always @(*) begin
		case(current_state)
			IDLE,
			AWAIT_DIGIT,
			CHECK_CODE,
			WAIT,
			CHECK_VALID,
			RST,
			RELOAD:
				begin
					VEND = 0;
					INVALID_SEL = 0;
					COST = 3'b000;
					FAILED_TRAN = 0;
				end
			INVALID_INPUT:
				begin
					VEND = 0;
					INVALID_SEL = 1;
					COST = 3'b000;
					FAILED_TRAN = 0;
				end
			AWAIT_VALIDATION:
				begin
					if((digit1 == 0) && (digit2 >= 0) && (digit2 <= 3))
						COST = 1;
					else if((digit1 == 0) && (digit2 >= 4) && (digit2 <= 7))
						COST = 2;
					else if(((digit1 == 0) && (digit2 >= 8) && (digit2 <= 9))
								|| ((digit1 == 1) && (digit2 >= 0) && (digit2 <= 1)))
						COST = 3;
					else if((digit1 == 1) && (digit2 >= 2) && (digit2 <= 5))
						COST = 4;
					else if((digit1 == 1) && (digit2 >= 6) && (digit2 <= 7))
						COST = 5;
					else if((digit1 == 1) && (digit2 >= 8) && (digit2 <= 9))
						COST = 6;
				end
			TRANSACTION_FAILED:
				FAILED_TRAN = 1;
			VEND_STATE:
				begin
					VEND = 1;
				end
		endcase
	end  
endmodule
</file>
==> reports/qor.yml <==
critical_path:
  path_class: "reg -> reg"
  crit_path_end: "selections[28][1]"
  worstSetupEndpointType: "flop"
  cp_slowest_stage_delay_ps: 960
  crit_top_cell: "inv_1"
  rr_startpoint: "selections[11][0]"
  rr_worst_depth: 8
  critPathMaxFanout: 21
  crit_chain: "mux4_2 -> nand3_1 -> nand4_1 -> nor2_1 -> a31oi_2 -> inv_1 -> ha_1 -> inv_1"
  r2r_end: "selections[28][1]"
  worstSetupStartpointType: "flop"
  crit_start: "selections[11][0]"
  crit_cells: 8
  worstPathRequired_ps: 4860
  crit_path_top_delay_cell: "ha_1"
  r2r_slack_ps: 1490
  critPathArrivalTime_ps: 3370
  cp_top_family: "adder cells"
  path_buffers: 2
layout:
  mostFrequentLayoutCells: "edfxtp_1, nor2_1, nand2_1"
  multiInputGateArea_sq_mm: 0.00254
  seqCellArea_sq_mm: 0.00423
  layout-drive-gt1-share: 0.0926
  syn2layout_area_growth_pct: 12.5
  nFillCells: 1536
  lay_top_count: "edfxtp_1"
drt:
  vias_per_cell: 5.63
  antennaDiodeCount: 0
  ant_nets: 0
  num_vias: 4641
  first_iter_violations: 378
  routedWlPerCell_microns: 19.8
  wl_mm: 16.3
  drc: 0
  drt-pass1-iter-count: 5
clock_network:
  cts_buffers: 17
  cts_tree: "built"
  hold_buffers: 0
  post_cts_buffers: 0
  root_buffer: "clkbuf_16"
  clock_latency_ps: 420
  clk_path_buf_depth: 2
  cts.repair.resized: 0
  clk_pin_slew_ps: 50
  cts_max_level: 4
final_timing:
  fin_setup_tns_ps: 0
  timing.slew.headroom: 0.413
  unclocked_pins: 15
  finalClockPeriodUsage: 0.689
  tightest_slew_ps: 881
  fmax_mhz: 302
  final_max_slew_viol_count: 0
  final-setup-viol-count: 0
  grt_setup_unrepaired: "no"
  fin_ws_ps: 1490
  finalHoldViolations: 0
  untimed_endpoints: 21
  clock_skew_ps: 6.82
  layout_min_cycle_time_ps: 3310
power:
  irDropWorstVdd_mv: 0.432
  leakagePower_nw: 2.89
  power_mw: 5.48
  powerDensity_mw_per_mm2: 699
synth:
  synth-area-yosys_sq_mm: 0.00697
  ys_cells: 582
  yosysUniqueCellTypes: 48
  ff_type: "edfxtp_1"
  synthCells: 582
  syn_area_sq_mm: 0.00697
  syn_area_per_cell_sq_um: 12.0
  synthArstFlopShare: 0
  synth-edff-count: 128
  ys_ff: 151
  yosysWarnings: 2
flow_run:
  drv_cap: 0
  warnings: 26
floorplanning:
  die_area_sq_mm: 0.0180
  std_cell_rows: 47
  dieWidth_microns: 134
  fp-utilization: 0.414
  ioPinCount: 17
  fp.dieH_microns: 134
  coreArea_sq_mm: 0.0168
place:
  dp_worst_setup_slack_ps: 1550
  port_buffers: 16
  hpwl_mm: 11.0
  gp_congestion: 0.936
min_path:
  hp-class: "reg -> reg"
global_routing:
  track_usage: 0.205
  antenna_found_initial: 0
  overflow: 0
  grt_pass1_vias: 4572
  grt_max_degree: 42
  grt_pass1_wl_mm: 25.7
run_status:
  outcome: "finished clean"
Yosys cell counts, types with 3 or more instances:
cell type	number	area share
and2_1	11	0.0099
o21ai_0	27	0.019
ha_1	7	0.013
nor2_1	82	0.044
xnor2_1	7	0.0088
nand3_1	17	0.012
o21a_1	3	0.0032
a22oi_1	18	0.019
a21oi_1	15	0.011
inv_1	10	0.0054
o21ai_1	17	0.012
clkbuf_1	19	0.010
edfxtp_1	128	0.55
nand3b_1	4	0.0043
dfxtp_1	8	0.023
buf_1	3	0.0016
buf_2	4	0.0029
nand4_1	3	0.0027
or3_1	4	0.0036
nand2b_1	11	0.0099
buf_4	5	0.0054
nor2b_1	10	0.0090
mux2i_1	40	0.057
buf_6	3	0.0048
or2_2	4	0.0036
mux4_2	15	0.048
nor3_1	4	0.0029
nand2_1	60	0.032
dlxtn_1	15	0.032
a31oi_1	4	0.0036
worst min path at each step:
stage,from,end,slack (ps),depth (start not counted)
6_report,clk_start,timeoutCounter[2],470,1
5_1_grt,timeoutCounter[1],timeoutCounter[1],490,2
4_1_cts,clk_start,timeoutCounter[0],480,1
sequential cells by signal (all words and copies together) (netlist names):
register,count
current_state,4
clk_start,1
awaitingDigit2,1
timeoutCounter,3
FAILED_TRAN,1
INVALID_SEL,1
VEND,1
digit1,4
digit2,4
COST,3
selections,128
per-stage QoR:
step	cells	hold WS, ps	area, sq um	util
floorplan	582	426	6970	-
global placement	797	451	7340	0.437
detailed placement	797	458	7340	0.437
CTS	825	476	7840	0.466
global route	825	494	7840	0.466
finish	825	468	7840	0.466
cell families after synthesis:
group | synth area share
simple gates | 0.136
flops | 0.575
mux | 0.108
compound gates | 0.0894
xor+xnor | 0.0113
buf+inv | 0.0303
latches | 0.0323
fa+ha+maj | 0.0183
per-layer routing:
metal,GRT usage,wire [microns],part of all wire,vias up
met3,0.0980,1620,0.10,21
met1,0.295,6680,0.41,2212
met4,0.0234,215,0.013,0
li1,-,-,-,2173
met2,0.312,7790,0.48,235
met5,0,0,0,-
where the power goes:
part	internal [mW]	switching (mW)	total (mW)
clock network	0.686	0.424	1.11
registers	2.09	0.192	2.28
logic	0.610	1.48	2.09
final cells by class:
class                   instances  share of cell area
clock inverters                 8             0.00766
clock buffers                  20              0.0557
repair buffers                 29              0.0329
multi-input cells             387               0.324
flip-flops and latches        151               0.539
inverters                      10             0.00479
well taps                     220              0.0351
No activity file was given, so power comes from the tool's default toggle rates.
