File: design/flow/config.mk
export PLATFORM = sky130hd
export DESIGN_NAME = clock_gen
export DESIGN_NICKNAME = clock_gen
export VERILOG_FILES = /design/flow/design.v
export SDC_FILE = /design/flow/constraint.sdc
export NUM_CORES = 4
export LEC_CHECK = 1
export CORE_AREA = 10 10 95 95
export DIE_AREA = 0 0 105 105
File: design/flow/constraint.sdc
current_design clock_gen

set clk_period 2.0
set clk_io_pct 0.2

create_clock -name clk0 -period $clk_period [get_ports {clk_in}]

set non_clock_inputs [all_inputs -no_clocks]
set_input_delay [expr $clk_period * $clk_io_pct] -clock clk0 $non_clock_inputs
set_output_delay [expr $clk_period * $clk_io_pct] -clock clk0 [all_outputs]
File: design/flow/design.v
`timescale 1ns / 1ps
module clock_gen(
    input clk_in,
    input rst,
    output clk_div_2,
    output clk_div_4,
    output clk_div_8,
    output clk_div_16,
    output clk_div_28,
    output clk_div_5,
    output [7:0] toggle_counter
    );
	reg [3:0] counter = 4'b0000;
	assign clk_div_2 = counter[0];
	assign clk_div_4 = counter[1];
	assign clk_div_8 = counter[2];
	assign clk_div_16 = counter[3];
	subclk_28 lab2_clk_div_28(clk_in, rst, clk_div_28);
	subclk_5 lab2_clk_div_5(clk_in, rst, clk_div_5);
	strobe_counter strobe(clk_in, rst, toggle_counter);
	always @ (posedge clk_in or posedge rst) begin
		if (rst) begin
			counter <= 4'b0000;
		end else begin
			counter <= counter + 1;
		end
	end
endmodule
module subclk_28(
    input clk_in,
    input rst,
    output clk_out
    );
	reg [3:0] counter = 4'b0000;
	reg [3:0] toggle_val = 4'b1101;
	reg clk_out_state = 0;	
	assign clk_out = clk_out_state;
	always @ (posedge clk_in or posedge rst) begin
		if (rst) begin
			counter <= 4'b0000;
			clk_out_state <= 0;
		end else begin
			counter <= counter + 1;
			if (counter == toggle_val) begin
				counter <= 4'b0000;
				clk_out_state <= ~clk_out_state;
			end
		end
	end
endmodule
module subclk_5(
    input clk_in,
    input rst,
    output clk_out
    );
	reg [2:0] counter_even = 3'b000;
	reg [2:0] counter_odd = 3'b000;
	reg [2:0] reset_val = 3'b100;
	reg [2:0] toggle_val = 3'b010;
	reg clk_out_state_even = 0;
	reg clk_out_state_odd = 0;
	assign clk_out = (clk_out_state_even || clk_out_state_odd);
	always @ (posedge clk_in or posedge rst) begin
		if (rst) begin
			counter_even <= 3'b000;
			clk_out_state_even <= 0;
		end else begin
			counter_even <= counter_even + 1;
			if (counter_even == toggle_val) begin
				clk_out_state_even <= ~clk_out_state_even;
			end else if (counter_even == reset_val) begin
				clk_out_state_even <= ~clk_out_state_even;
				counter_even <= 3'b000;
			end
		end
	end
	always @ (negedge clk_in or posedge rst) begin
		if (rst) begin
			counter_odd <= 3'b000;
			clk_out_state_odd <= 0;
		end else begin
			counter_odd <= counter_odd + 1;
			if (counter_odd == toggle_val) begin
				clk_out_state_odd <= ~clk_out_state_odd;
			end else if (counter_odd == reset_val) begin
				clk_out_state_odd <= ~clk_out_state_odd;
				counter_odd <= 3'b000;
			end
		end
	end
endmodule
module strobe_counter(
    input clk_in,
    input rst,
    output [7:0] toggle_counter
    );
	reg [1:0] counter = 2'b00;
	reg [1:0] reset_val = 2'b11;  
	reg [1:0] toggle_val = 2'b10;  
	reg [7:0] counter_out_state = 8'b00000000;	
	reg clk_duty_cycle_25 = 0;
	assign toggle_counter = counter_out_state;
	always @ (posedge clk_in or posedge rst) begin
		if (rst) begin
			counter <= 2'b00;
			clk_duty_cycle_25 <= 0;
		end else begin
			counter <= counter + 1;
			if (counter == toggle_val) begin
				clk_duty_cycle_25 <= ~clk_duty_cycle_25;
			end else if (counter == reset_val) begin
				clk_duty_cycle_25 <= ~clk_duty_cycle_25;
				counter <= 2'b00;
			end
		end
	end
	always @ (posedge clk_in or posedge rst) begin
		if (rst) begin
			counter_out_state <= 8'b00000000;
		end else if (clk_duty_cycle_25 == 1) begin
			counter_out_state <= counter_out_state - 5;
		end else begin
			counter_out_state <= counter_out_state + 2;
		end
	end
endmodule
File: design/flow/run.sh
#!/bin/bash
# OpenROAD 26Q1-2900-gdf79404cd8, Yosys 0.63+post, stock flow scripts
make -C /OpenROAD-flow-scripts/flow DESIGN_CONFIG=/design/flow/config.mk WORK_HOME=/design/flow/orfs finish
==> qor.csv <==
stage,metric,value,unit
floorplan,Die H,105,µm
power,Lkg Pwr,0.7780,nW
synthesis,yosys cell count,111,
synthesis,sequential fraction of the synthesis area,53.64,%
setup_path,CP Buf/Inv Count,1,
setup_path,crit-path max cell delay,340,ps
synthesis,mux share,4.789,%
synthesis,Synth warnings,4,
sta,fin worst setup slack,-342.7,ps
synthesis,"FF+latch count, synth",28,
power,Pwr Density,612.8,nW/µm²
placement,dpl hpwl,1.551,mm
drt,Avg WL per Cell,8.675,µm
floorplan,total core area,6907,µm²
setup_path,CP top delay family,flip-flops,
setup_path,slowest cell on the critical path,dfrtn_1,
global_route,largest net degree at the start of global routing,21,
power,VDD IR max,0.2327,mV
placement,Port Buffer Count,15,
global_route,Total GRT Usage,3.699,%
sta,Rel. slew slack,75.25,%
setup_path,CP required,1600,ps
global_route,initial antenna violation count,0,
synthesis,Post-Synth Simple-Gate Area,10.82,%
clock_tree,Clock transition at path regs,90,ps
drt,ANT cells,0,
synthesis,Synth cell types,24,
drt,DRC,0,
job,number of warnings in the stage logs,33,
run_status,status,"finished, violations left",
clock_tree,TritonCTS clock tree,built,
clock_tree,CTS sink cnt,28,
setup_path,critical path endpoint category,primary output,
setup_path,crit path max fanout,2,
setup_path,worst-path cell chain,or2_4 > buf_2,
setup_path,crit start category,register,
final_layout,Area growth syn-to-layout,27.11,%
synthesis,Logic family by area,adder cells,
drt,drt first pass iters,4,
sta,RSZ-0062 raised after global routing,true,
global_route,grt ovf,0,
drt,final wirelength,1.978,mm
synthesis,post-synthesis xor/xnor area fraction,8.046,%
sta,Worst Skew,2.417,ps
placement,Setup Slack @ Placement,-413.6,ps
global_route,first-pass GRT wire length,3.532,mm
hold_path,Hold Path Class,in -> async,
floorplan,fp_density,18.91,%
sta,Final Hold Viols,0,
clock_tree,Insertion Delay late pin,270,ps
sta,Max Slew Vio Count,0,
final_layout,Final Util,24.04,%
run_status,violated checks,setup timing,
drt,DRT iter0 DRCs,26,
synthesis,Post-Syn Area,1306,µm²
floorplan,Die Footprint,11030,µm²
sta,Final setup viols,1,
setup_path,crit path kind,reg -> out,
floorplan,row cnt,30,
sta,Worst-Margin Slew,371.2,ps
global_route,vias in the first global route,749,
synthesis,Post-Synth AOI/OAI Area,7.184,%
clock_tree,post-CTS setup buffers,0,
drt,Routed Antenna Nets,0,
synthesis,Synth Instances,111,
setup_path,worst path arrival time,1940,ps
final_layout,share of cells above drive strength 1,9.848,%
drt,via count,797,
floorplan,Die X,105,µm
clock_tree,level count of the clock H-tree,1,
clock_tree,CTS Buf Count,3,
synthesis,chip area in the Yosys report,1306,µm²
clock_tree,CTS root buffer,clkbuf_8,
drt,vias per cell,3.496,
placement,RePlAce Congestion,0.7357,
synthesis,syn_area_per_cell,11.77,µm²
job,max cap viols,0,
power,total power,0.001017,W
clock_tree,Clock Tree Buf Depth,2,
floorplan,IO Count,16,
synthesis,adder share,11.49,%
cells in the final DEF, fill, tap and decap left out, drive strengths merged:
cell type / instances
dfrtn: 4
mux2: 2
o21ai: 7
nand2b: 7
a21oi: 6
nor2: 4
nand3: 3
xnor2: 7
buf: 4
or2: 1
bufinv: 1
clkdlybuf4s50: 14
dfrtp: 24
and4b: 1
xor2: 5
inv: 12
a211o: 1
o31ai: 1
mux2i: 4
nor3b: 1
clkbuf: 3
a21boi: 1
ha: 12
nand4b: 2
nand2: 5
report_power, final:
part           internal, W  leakage [nW]  switching [W]
clock network     0.000268        0.0357       0.000168
registers         0.000566         0.340              0
logic           0.00000436         0.403      0.0000114
total             0.000838         0.778       0.000179
through the flow:
step / hold slack, ps / setup TNS, ps / instances / area [µm²]
after floorplan: 375.9 / 0 / 111 / 1306
after global placement: 408.3 / -420.3 / 224 / 1592
after detailed placement: 422.0 / -413.6 / 224 / 1592
after CTS: 398.3 / -359.5 / 228 / 1660
after global routing: 408.8 / -375.9 / 228 / 1660
final: 392.4 / -342.7 / 228 / 1660
final timing paths:
path / endpoint / slack [ps] / from / cells after the start
min reg2reg: lab2_clk_div_5.counter_odd[0] / 400 / lab2_clk_div_5.counter_odd[0] / 1
max reg2reg: strobe.counter_out_state[7] / 510 / strobe.counter_out_state[1] / 6
min in group clk0: lab2_clk_div_5.counter_odd[0] / 400 / lab2_clk_div_5.counter_odd[0] / 1
min: lab2_clk_div_5.clk_out_state_even / 390 / rst / 2
max in group asynchronous: lab2_clk_div_5.counter_odd[1] / 500 / rst / 2
max: clk_div_5 / -340 / lab2_clk_div_5.clk_out_state_odd / 2
sequential cells by signal, summed over array words and instances (netlist names):
name                               flops
strobe.counter_out_state               8
lab2_clk_div_28.counter                4
strobe.counter                         2
strobe.clk_duty_cycle_25               1
counter                                4
lab2_clk_div_28.clk_out_state          1
lab2_clk_div_5.counter_odd             3
lab2_clk_div_5.clk_out_state_even      1
lab2_clk_div_5.counter_even            3
lab2_clk_div_5.clk_out_state_odd       1
final cells by class:
type,instances,area [µm²]
tap,96,120.1
sequential,28,700.7
fill,748,5246
clock inverter,1,30.03
inverter,12,45.04
timing repair buffer,18,167.7
clock buffer,3,41.29
multi-input combinational,70,555.5
timing repair:
item / CTS / global route
gates resized: 4 / 0
pin swaps: 1 / 0
endpoints found under the setup margin: 1 / 1
hold buffers: 0 / 0
logic make-up (layout without fill, tap and decap cells):
family / after synthesis / after routing
xor+xnor: 12 / 12
flops: 28 / 28
compound gates: 16 / 16
mux: 6 / 6
buf+inv: 13 / 34
fa+ha+maj: 12 / 12
simple gates: 24 / 24
per-layer routing:
metal	vias to the layer above	global-route usage, %	wire [µm]
met1	373	4.648	914
met3	2	1.677	173
met4	0	0.5882	23
met2	17	5.827	866
met5	-	0	0
li1	405	-	-
cell usage after synthesis:
| library cell | instances | share of area, % |
|---|---|---|
| a211o_1 | 1 | 0.67 |
| a21boi_0 | 1 | 0.57 |
| a21oi_1 | 6 | 2.3 |
| and4b_1 | 1 | 0.77 |
| buf_4 | 1 | 0.57 |
| dfrtn_1 | 4 | 7.7 |
| dfrtp_1 | 24 | 46 |
| ha_1 | 12 | 11 |
| inv_1 | 12 | 3.4 |
| mux2_2 | 2 | 1.7 |
| mux2i_1 | 4 | 3.1 |
| nand2_1 | 5 | 1.4 |
| nand2b_1 | 6 | 2.9 |
| nand2b_4 | 1 | 1.1 |
| nand3_1 | 3 | 1.1 |
| nand4b_1 | 2 | 1.3 |
| nor2_1 | 4 | 1.1 |
| nor3b_1 | 1 | 0.57 |
| o21ai_0 | 6 | 2.3 |
| o21ai_1 | 1 | 0.38 |
| o31ai_2 | 1 | 0.96 |
| or2_2 | 1 | 0.48 |
| xnor2_1 | 7 | 4.7 |
| xor2_1 | 5 | 3.4 |
Power and IR drop assume default switching activity.
