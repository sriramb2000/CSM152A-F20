[flow/config.mk]
export PLATFORM = sky130hd
export DESIGN_NAME = parking_meter
export DESIGN_NICKNAME = parking_meter
export VERILOG_FILES = /design/flow/design.v
export SDC_FILE = /design/flow/constraint.sdc
export NUM_CORES = 4
export LEC_CHECK = 1
export CORE_UTILIZATION = 40
[flow/constraint.sdc]
current_design parking_meter

set clk_period 2.5
set clk_io_pct 0.2

create_clock -name clk0 -period $clk_period [get_ports {clk}]

set non_clock_inputs [all_inputs -no_clocks]
set_input_delay [expr $clk_period * $clk_io_pct] -clock clk0 $non_clock_inputs
set_output_delay [expr $clk_period * $clk_io_pct] -clock clk0 [all_outputs]
[flow/design.v]
`timescale 1ns / 1ps
module parking_meter(
    input add1,
    input add2,
    input add3,
    input add4,
    input rst1,
    input rst2,
    input clk,
    input rst,
    output [6:0] led_seg,
    output a0,
    output a1,
    output a2,
    output a3,
    output [3:0] val0,
    output [3:0] val1,
    output [3:0] val2,
    output [3:0] val3
    );
	parameter ZERO = 2'b00;
	parameter LESSTHAN180 = 2'b01;
	parameter GREATERTHAN180 = 2'b10;
	reg [1:0] current_state;
	reg [1:0] next_state;
	reg OneHzClk;
	reg HalfHzClk;
	reg DisplayClk;
	reg [13:0] counter;
	reg [4:0] clkCounter;
	reg [1:0] digitCounter;
	reg [3:0] valReg[0:3];
	assign val0 = valReg[0];
	assign val1 = valReg[1];
	assign val2 = valReg[2];
	assign val3 = valReg[3];
	reg [3:0] aReg;
	assign a0 = aReg[0];
	assign a1 = aReg[1];
	assign a2 = aReg[2];
	assign a3 = aReg[3];
	reg [6:0] sevenSeg;
	assign led_seg = sevenSeg;
	always@(posedge clk) begin
		if (rst) begin
			clkCounter <= 0;
			OneHzClk <= 0;
			HalfHzClk <= 0;
			DisplayClk <= 0;
		end
		else begin
			DisplayClk <= ~DisplayClk;
			if (clkCounter == 24) begin
				OneHzClk <= ~OneHzClk;
				clkCounter <= 0;
				if (OneHzClk == 0)
					HalfHzClk <= ~HalfHzClk;
			end
			else
				clkCounter <= clkCounter + 1;
		end
	end
	always @(*) begin
		if (counter == 0)
			next_state = ZERO;
		else if (counter <= 180)
			next_state = LESSTHAN180;
		else
			next_state = GREATERTHAN180;
	end
	function [13:0] min (input [13:0] a, input [13:0] b);
		begin
			if (a < b)
				min = a;
			else
				min = b;
		end
	endfunction
	always@(posedge OneHzClk or posedge rst or posedge rst1 or posedge rst2) begin
		if (rst) begin
			current_state <= ZERO;
			counter <= 0;
		end 
		else if (rst1)
			counter <= 15;
		else if (rst2)
			counter <= 149;
		else begin
			current_state <= next_state;
			if (add1) begin
				counter <= min(counter+59, 9999);
			end
			else if (add2) begin
				counter <= min(counter+119, 9999);
			end
			else if (add3) begin
				counter <= min(counter+179, 9999);
			end
			else if (add4) begin
				counter <= min(counter+299, 9999);
			end
			else if (counter != 0)
				counter <= counter - 1;
		end
	end
	function [6:0] numToSegment (input [3:0] a);
		begin
			 case(a)  
				 4'b0001: numToSegment = 7'b1001111;  
				 4'b0010: numToSegment = 7'b0010010;  
				 4'b0011: numToSegment = 7'b0000110;  
				 4'b0100: numToSegment = 7'b1001100;  
				 4'b0101: numToSegment = 7'b0100100;  
				 4'b0110: numToSegment = 7'b0100000;  
				 4'b0111: numToSegment = 7'b0001111;  
				 4'b1000: numToSegment = 7'b0000000;  
				 4'b1001: numToSegment = 7'b0000100;  
				 default: numToSegment = 7'b0000001;  
			endcase
		end
	endfunction
	function [3:0] stateToAVal(input [1:0] state);
		begin
			case (state)
				2'b00: stateToAVal = 4'b0001;
				2'b01: stateToAVal = 4'b0010;
				2'b10: stateToAVal = 4'b0100;
				2'b11: stateToAVal = 4'b1000;
				default: stateToAVal = 0;
			endcase
		end	
	endfunction
	always@(posedge DisplayClk or posedge rst) begin
		if (rst) begin
			digitCounter <= 0;
		end
		else begin
			digitCounter <= digitCounter + 1;
		end
	end
	always @(*) begin 
		valReg[0] <= (((counter % 1000) % 100) % 10);
		valReg[1] <= ((counter % 1000) % 100) / 10;
		valReg[2] <= (counter % 1000) / 100;
		valReg[3] <= counter / 1000;
		case(current_state)
			ZERO : begin
				if (OneHzClk) begin
					aReg <= stateToAVal(digitCounter);
					sevenSeg <= numToSegment(valReg[digitCounter]);
				end else begin
					aReg <= 4'b0000;
					sevenSeg <= 0;
				end
			end
			LESSTHAN180 : begin
				if (HalfHzClk) begin
					aReg <= stateToAVal(digitCounter);
					sevenSeg <= numToSegment(valReg[digitCounter]);
				end else begin
					aReg <= 0;
					sevenSeg <= 0;
				end
			end
			GREATERTHAN180 : begin
				aReg <= stateToAVal(digitCounter);
				sevenSeg <= numToSegment(valReg[digitCounter]);
			end
		endcase
	end
endmodule
[flow/run.sh]
#!/bin/bash
# OpenROAD 26Q1-2900-gdf79404cd8, Yosys 0.63+post, stock flow scripts
make -C /OpenROAD-flow-scripts/flow DESIGN_CONFIG=/design/flow/config.mk WORK_HOME=/design/flow/orfs finish
==> flow_summary.toml <==
# generated from flow reports
[outcome]
outcome = "finished, final reports clean"

[setup_path]
crit_fanout = 10
crit_path_top_delay_cell = "clkdlybuf4s50_1"
critPathLaunchType = "input pin"
worstPathRequired_ns = 2.62
r2r-end = "HalfHzClk"
reg2reg_slack_ns = 1.14
slowest_delay_ns = 0.66
r2r_start = "clkCounter[0]"
cp.arrival_ns = 1.67
path_class = "input pin to register"
critical_path.top_delay_family = "buffers and inverters"
crit_path_end_kind = "register"
reg2regPathDepth = 5
crit_chain = "clkdlybuf4s50_1, inv_1, nand2_1, nor2_1"
crit_buf_inv = 2

[synth]
ys_sh_mux_pct = 2.87
synth.largest_area_cell = "xnor2_1"
yosys_area_um2 = 7530
topCombFamilyByArea = "AND-OR/OR-AND gates"
top_cell = "nand2_1"
ys_types = 116
syn_area_um2 = 7530
ys_sh_simple_pct = 31.9
top_cells_by_count = "nand2_1, nor2_1, a21oi_1, o21ai_0, xnor2_1"
ff_type = "dlxtn_1"
async_flop_share_pct = 48.6
topCellsByArea = "xnor2_1, nand2_1, nor2_1, a21oi_1, o21ai_0"
yosysCellCount = 1099
ys_sh_aoi_pct = 35.3
top_cell_area_share_pct = 6.86
xor_area_share_pct = 9.52
fa_ha_area_share_pct = 3.46
synthCells = 1099
synth_warnings = 7
syn_area_per_cell_um2 = 6.85
synth_flops = 37
edf_count = 0

[min_path]
hp-class = "register to register"
hold_path_end = "DisplayClk"
hold_start = "DisplayClk"
hold_depth = 1

[timing]
final_hold_viol_count = 0
fin_crit_sh_pct = 62.2
slew_headroom_pct = 41.2
setup_tns_ns = 0
unclocked_regs = 29
fin_crit_ns = 1.56
skew_ns = 0.00135
finalSetupViolCount = 0
hold_slack_ns = 0.418
worstMarginPinSlew_ns = 0.882
max_clock_freq_ghz = 0.643
finalMaxSlewViolations = 0
rsz0062_at_grt = "no"
untimed_endpoints = 56

[layout]
drive_gt1_share_pct = 6.91
final_cells = 1300
final_cell_area_um2 = 7960
syn2layout_area_growth_pct = 5.67
finalCoreUtilization_pct = 43.7

[route]
insertedDiodeCount = 0
detail_route.iter0.violations = 1018
drc_errors = 0
ant_nets = 0
wl_per_cell_um = 18.1
vias = 8237
vias_per_cell = 6.34
dr.pass1.iters = 7
drt-total-wl_um = 23500

[global_route]
antenna_found_initial = 0
grt_usage_pct = 24.4
grt_max_degree = 30
grt_pass1_wl_um = 38700
grt_pass1_vias = 7314
overflow = 0

[placement]
gp_congestion = 1.00
dp_hpwl_um = 17900
port_buffers = 34
postPlaceCellArea_um2 = 7880
dp_cells = 1297

[clock_tree]
clk_pin_slew_ns = 0.04
cts_tree = "built"
holdBufCountCts = 0
clk_path_buf_depth = 2
worstSkewPairLatency_ns = 0.23
ctsRootBufferMaster = "clkbuf_16"
cts_resized = 0
htree_levels = 1
cts_inserted_buffers = 3
postCtsSetupBuffers = 0

[power]
peakVddDrop_mv = 0.555
power-per-cell-area_nw_per_um2 = 64.5
p_leak_uw = 0.00289

[die]
fp.coreArea_um2 = 18200
initial_utilization_pct = 41.4
die_area_um2 = 19400
num_rows = 49
die.size.y_um = 139
boundaryPins = 35
die_w_um = 139

[run]
drv_cap = 0
warning_count = 39
==> cells in the final DEF (no fill, tap or decap), types with 21 or more instances in the layout <==
master / n
a21oi_1: 74
nor2_1: 101
nand3_1: 53
xnor2_1: 59
inv_1: 23
xor2_1: 21
nand2_1: 121
nor3_1: 42
clkdlybuf4s50_1: 34
o21ai_0: 64
==> power breakdown <==
group / internal [uW] / switching, uW / total, uW / leakage (uW)
clock network: 206 / 58.7 / 264 / 0.0000370
logic: 38.5 / 63.3 / 102 / 0.00246
registers: 142 / 4.86 / 147 / 0.000385
==> worst reg2reg max path, cell delays in order, from the launching register on <==
cell and delay [ns]:
dfxtp_1 0.33, inv_1 0.07, ha_1 0.15, nand4b_1 0.22, or3_1 0.38, a21oi_1 0.14
==> area by class of cell <==
type / count / area (um2)
repair buffers: 41 / 393
fillers: 1844 / 10300
clock buffers: 3 / 75.1
flip-flops and latches: 37 / 836
inverters: 29 / 109
well taps: 229 / 287
multi-input cells: 961 / 6260
==> flip-flops by register name (all words and copies together), names as in the netlist <==
name,count
current_state,2
DisplayClk,1
clkCounter,5
digitCounter,2
HalfHzClk,1
sevenSeg,7
aReg,4
counter,14
OneHzClk,1
==> metal layers <==
metal | share of wire, % | wire (um) | vias up | global-route usage, %
met4 | 2.3 | 544 | 0 | 5.50
li1 | - | - | 4100 | -
met5 | 0 | 0 | - | 0
met1 | 47 | 11100 | 3778 | 37.1
met2 | 45 | 10500 | 325 | 38.0
met3 | 5.8 | 1370 | 34 | 1.72
==> per-stage QoR <==
step / power (uW) / worst slack [ns]
floorplan: 217 / 1.29
global placement: 248 / 0.751
detailed placement: 248 / 0.725
CTS: 514 / 0.949
global route: 535 / 0.834
finish: 513 / 0.945
==> worst max-delay path by stage <==
stage         from  cells after the start  slack, ns            end
finish         rst                      4       0.94  clkCounter[3]
global route   rst                      4       0.83  clkCounter[4]
CTS            rst                      4       0.95  clkCounter[3]
==> cells by family after synthesis <==
logic type               Yosys count
AND-OR/OR-AND                    365
XOR/XNOR                          81
adder cells (fa/ha/maj)           21
buffers and inverters            101
flip-flops                        26
latches                           11
multiplexers                      21
AND/OR/NAND/NOR                  473
Power figures rest on the tool's default switching activity, not on a simulated workload.
